File: /design/flow/design.v
interface BBUS_IF #(
    parameter int ADDR_WIDTH=32,
    parameter int DATA_WIDTH=32
)(   );
logic read_en, write_en;
logic read_ack, write_ack;
logic [ADDR_WIDTH-1:0] addr;
logic [DATA_WIDTH-1:0] rdata, wdata;
modport master (
    input read_ack, write_ack,
    input rdata,
    output read_en, write_en,
    output addr, wdata
);
modport slave (
    input read_en, write_en,
    input addr, wdata,
    output read_ack, write_ack,
    output rdata
);
endinterface
interface DBG_IF();
    logic enter_debug;
    logic req_halt;
    logic req_resume;
    logic step;
    logic halted;
    logic running;
    logic stalled;
    logic dm_access_valid;
    logic dm_write;
    logic dm_read;
    logic [6:0] dm_addr;
    logic [31:0] dm_wdata;
    logic [31:0] dm_rdata;
    modport processor (
        input enter_debug, req_halt, req_resume, step,
        output halted, running, stalled,
        input dm_write, dm_read, dm_addr, dm_wdata,
        output dm_rdata, dm_access_valid
    );
    modport debug_module (
        input halted, running, stalled,
        output enter_debug, req_halt, req_resume, step,
        input dm_rdata, dm_access_valid,
        output dm_write, dm_read, dm_addr, dm_wdata
    );
endinterface
typedef enum logic [1:0] {
    eDW_B = 2'b00,
    eDW_H = 2'b01,
    eDW_W = 2'b10
} eDataWidth;
interface WISHBONE_IF 
#(parameter ADDR_WIDTH=32, DATA_WIDTH=32)
(
    iClk, iRst
);
input logic iClk, iRst;
logic [ADDR_WIDTH-1:0] addr;
logic [DATA_WIDTH-1:0] data_read, data_write;
logic we;
logic stb;
logic cyc;
logic ack;
eDataWidth width;
modport master (
    input iClk, iRst, ack, data_read,
    output addr, data_write, we, stb, cyc, width
);
modport slave(
    input iClk, iRst, addr, data_write, we, stb, cyc, width,
    output ack, data_read
);
endinterface
module MUL32 (input signed [31:0] iA, input signed [31:0] iB, output signed [63:0] oP);
localparam N = 32;
localparam BTH = (N+1)/2;  
wire signed [N+1:0] A, negA;
wire signed [N+1:0] A2, negA2;
wire [N+1:0] notA;
wire [BTH-1:0] booth_sign;
wire [1:0] booth_magnitude [BTH-1:0];
wire [2*BTH-1:0] flat_booth_magnitude;
assign A = {{2{iA[N-1]}}, iA};
assign negA = notA + 1'b1;
assign A2 = {iA[N-1], iA, 1'b0};
assign negA2 = {negA[N:0], 1'b0};
genvar i;
generate
for (i = 0; i < N+2; i = i + 1) begin : gen_notA
    assign notA[i] = ~A[i];
end
for (i = 0; i < BTH; i = i + 1) begin : map_booth_magnitude
    assign booth_magnitude[i] = {flat_booth_magnitude[i+BTH], flat_booth_magnitude[i]};
end
endgenerate
BoothEncode_2bit_Nbit #(N) be2bit(iB, booth_sign, flat_booth_magnitude[2*BTH-1:BTH], flat_booth_magnitude[BTH-1:0]);
wire signed [N+1:0] initialValue[BTH-1:0];
generate
    for (i = 0; i < BTH; i = i + 1) begin : gen_initialValue
        assign initialValue[i] = booth_magnitude[i][1] ? (booth_sign[i] ? negA2 : A2)
            : (booth_magnitude[i][0] ? (booth_sign[i] ? negA : A) 
            : {(N+1){1'b0}});
    end
endgenerate
wire signed [2*N-1:0] shiftedInitialValue[BTH-1:0];
generate
    for (i = 0; i < BTH; i = i + 1) begin : gen_shiftedInitialValue
        assign shiftedInitialValue[i] = {{(N-2*i){initialValue[i][N+1]}}, initialValue[i], {(2*i){1'b0}}};
    end
endgenerate
wire signed [2*N-1:2] iCSA1[3:0][3:0];
wire signed [2*N:2] oCSA1[3:0][1:0];
genvar j;
generate
    for (i = 0; i < 4; i = i + 1) begin : gen_CSA1
        for (j = 0; j < 4; j = j + 1) begin : gen_CSA1_shift
            assign iCSA1[i][j] = shiftedInitialValue[4*i+j][2*N-1:2];
        end
        Reducer4to2_Nbit #(2*N-2) CSA1_i(
            .iW(iCSA1[i][3]), .iX(iCSA1[i][2]), .iY(iCSA1[i][1]), .iZ(iCSA1[i][0]), .iCarry(1'b0), 
            .oSum1(oCSA1[i][1][2*N:3]), .oSum0(oCSA1[i][0][2*N:2]));
        assign oCSA1[i][1][2] = 1'b0;
    end
endgenerate
wire [2*N-1:2] iCSA2[1:0][3:0];
wire [2*N:2] oCSA2[1:0][1:0];
generate
    for (i = 0; i < 2; i = i + 1) begin : gen_CSA2
        for (j = 0; j < 4; j = j + 1) begin : gen_CSA2_shift
            assign iCSA2[i][j] = oCSA1[2*i+j/2][j%2][2*N-1:2];
        end
        Reducer4to2_Nbit #(2*N-2) CSA2_i(
            .iW(iCSA2[i][3]), .iX(iCSA2[i][2]), .iY(iCSA2[i][1]), .iZ(iCSA2[i][0]), .iCarry(1'b0), 
            .oSum1(oCSA2[i][1][2*N:3]), .oSum0(oCSA2[i][0][2*N:2]));
        assign oCSA2[i][1][2] = 1'b0;
    end
endgenerate
wire [2*N-1:2] iCSA3[3:0];
wire [2*N:2] oCSA3[1:0];
generate
    for (i = 0; i < 4; i = i + 1) begin : gen_CAS3
        assign iCSA3[i] = oCSA2[i/2][i%2][2*N-1:2];
    end
endgenerate
Reducer4to2_Nbit #(2*N-2) CSA3(
    .iW(iCSA3[3]), .iX(iCSA3[2]), .iY(iCSA3[1]), .iZ(iCSA3[0]), .iCarry(1'b0), 
    .oSum1(oCSA3[1][2*N:3]), .oSum0(oCSA3[0][2*N:2]));
assign oCSA3[1][2] = 1'b0;
assign oP = {oCSA3[1][2*N-1:2] + oCSA3[0][2*N-1:2], initialValue[0][1:0]};
endmodule
module BoothEncode_2bit_Nbit #(parameter N = 32) (input signed [N-1:0] iA, output [(N+1)/2-1:0] oSign, output [(N+1)/2-1:0] oMagnitude1, output [(N+1)/2-1:0] oMagnitude0);
wire [N+1:0] A2;
assign A2 = {iA[N-1], iA, 1'b0};
genvar i;
generate
    for (i = 1; i+1 <= N+1; i = i + 2) begin : gen
        BoothEncode_2bit be2bit(A2[i+1:i-1], oSign[i/2], {oMagnitude1[i/2], oMagnitude0[i/2]});
    end
endgenerate
endmodule
module BoothEncode_2bit(input [2:0] iA, output oSign, output [1:0] oMagnitude);
assign oSign = iA[2] & (~iA[1] | ~iA[0]);
assign oMagnitude[0] = iA[1] ^ iA[0];
assign oMagnitude[1] = (iA[2] && !(iA[1] || iA[0])) || (!iA[2] && (iA[1] && iA[0]));
endmodule
module Reducer4to2_Nbit #(parameter N = 32) (input [N-1:0] iW, input [N-1:0] iX, input [N-1:0] iY, input [N-1:0] iZ, input iCarry, output [N-1:0] oSum1, output [N:0] oSum0);
wire carry [N:0];
assign carry[0] = iCarry;
genvar i;
generate
for (i = 0; i < N; i = i + 1) begin : gen
    Reducer4to2 r4to2({iW[i], iX[i], iY[i], iZ[i]}, carry[i], {oSum1[i], oSum0[i]}, carry[i+1]);
end
endgenerate
assign oSum0[N] = carry[N];
endmodule
module Reducer4to2 (input [3:0] iA, input iCarry, output [1:0] oSum, output oCarry);
wire w, x, y, z;
assign {w, x, y, z} = iA;
assign oSum[1] = (w & x & y & z) | (iCarry & (w ^ x ^ y ^ z));
assign oSum[0] = iCarry ^ w ^ x ^ y ^ z;
assign oCarry = (w | x | y) & (w | x | z) & (w | y | z) & (x | y | z);
endmodule
File: /design/flow/run.sh
#!/bin/bash
# OpenROAD 26Q1-2900-gdf79404cd8, Yosys 0.63+post, stock flow scripts
make -C /OpenROAD-flow-scripts/flow DESIGN_CONFIG=/design/flow/config.mk WORK_HOME=/design/flow/orfs finish
File: /design/flow/config.mk
export PLATFORM = sky130hd
export DESIGN_NAME = MUL32
export DESIGN_NICKNAME = MUL32
export VERILOG_FILES = /design/flow/design.v
export SDC_FILE = /design/flow/constraint.sdc
export NUM_CORES = 4
export LEC_CHECK = 1
export CORE_UTILIZATION = 30
File: /design/flow/constraint.sdc
current_design MUL32

set clk_period 40.4
set clk_io_pct 0.2

create_clock -name clk0 -period $clk_period

set non_clock_inputs [all_inputs -no_clocks]
set_input_delay [expr $clk_period * $clk_io_pct] -clock clk0 $non_clock_inputs
set_output_delay [expr $clk_period * $clk_io_pct] -clock clk0 [all_outputs]
==> results.yml <==
# physical design summary
worst_setup_path:
  setup.worst_path.end_class: "output port"
  crit_fanout: 21
  cp.required_ns: 32.32
  critPathKind: "in2out"
  worst_setup_path_start_kind: "input port"
  slowest_delay_ns: 0.83
  worstPathArrival_ns: 19.43
  critical_path.slowest_cell: "nor2_1"
cells_and_area:
  stdcell_count: 8741
  fin_area_um2: 51600
  logic_area_um2: 44000
  nFillCells: 16700
  final_cell_mix: "1,258 x xnor2_1, 619 x inv_1, 610 x ha_1"
  layout_top_cell: "xnor2_1"
  drive_gt1_share_pct: 4.94
  areaGrowthSynthToFinish_pct: 7.97
  ff_count: 0
  n_clock_buffer: 0
  seq_area_um2: 0
synthesis:
  avgSynthCellArea_um2: 7.06
  ys_area_um2: 47800
  logic_family: "XOR/XNOR gates"
  yosysWarnings: 2
  ys_sh_xor_pct: 31.6
  mux_share_pct: 1.25
  ys_cells: 6763
  ys_sh_adder_pct: 17.0
  netlist_area_um2: 47800
  syn_inst: 6763
  aoi_share_pct: 26.8
  ys_seq_share_pct: 0
  ys_sh_simple_pct: 14.9
  ys_types: 113
sta:
  maxSlewHeadroom_pct: 12.6
  tightest_slew_ns: 1.30
  hold_viol: 0
  fin_crit_sh_pct: 68.1
  maxSlewViolCount: 0
  fmax_mhz: 36.4
  rsz0062_at_grt: "no"
  tns_ns: 0
  setup_violations: 0
  min_period_ns: 27.51
drt:
  drt-initial-drc-count: 4672
  dr.pass1.iters: 7
  ant_nets: 0
  drc: 0
  vias: 49200
  wl_per_cell_um: 22.3
  viasPerCell: 5.63
  drt_wl_total_um: 195000
clock_tree:
  holdBufCountCts: 0
  cts_setup_buffers: 0
  ctsResizeCount: 0
power:
  p_int_w: 0.00537
  p_leak_nw: 20.7
  power_density_nw_per_um2: 212
  swShare_pct: 50.9
  p_switching_w: 0.00556
  peakVddDrop_v: 0.000254
global_route:
  grt_pass1_vias: 45300
  antenna_found_initial: 8
  grt_use_total_pct: 23.8
  grt_max_degree: 86
  grt_pass1_wl_um: 289000
  globalRouteOverflowTotal: 0
placed_design:
  gp_congestion: 1.02
  dp_cells: 8737
  numPortBuffers: 128
  placed_area_um2: 51600
  place_hpwl_um: 153000
run_status:
  status: "complete, no violations"
floorplan:
  fp.dieH_um: 401
  core_area_um2: 158000
  ios: 128
  num_rows: 146
  die_area_um2: 161000
  dieWidth_um: 401
  fp_util_pct: 30.2
flow_run:
  cap_violations: 0
  warnings: 296
worst_hold_path:
  hold_class: "in2out"
cells in the mapped netlist (61+ instances only):
library cell  instances  area (um^2)
a21oi_1             320         1600
and2_1               61          382
buf_1                81          304
xor2_1              376         3290
xnor2_1            1258        11000
o211ai_1             83          623
a211oi_1            104          781
nand3_1             124          621
nor3_1               82          410
o21ai_0             290         1450
clkbuf_1            259          972
nor2_1              405         1520
a21o_1               84          631
ha_1                610         7630
nand2_1             426         1600
a31oi_1             110          688
nand2b_1             71          444
inv_1               619         2320
o22ai_1             356         2230
through the flow:
step	total power (W)	hold slack, ns	utilization [%]	setup WS (ns)
floorplan	0.00661	16.24	-	16.32
global placement	0.0111	17.37	32.6	12.86
CTS	0.0112	17.37	32.6	12.80
global route	0.0122	17.38	32.6	12.10
finish	0.0109	17.35	32.6	12.89
detailed placement	0.0112	17.37	32.6	12.81
power by group through the flow:
| stage | Sequential [W] | Combinational [W] | Clock [W] |
|---|---|---|---|
| 5_1_grt | 0 | 0.0122 | 0.00000000000332 |
| 4_1_cts | 0 | 0.0112 | 0 |
layer usage:
metal / up-vias / wire length (um) / global-route usage (%) / part of all wire, %
met5: - / 69 / 0 / 0.035
met4: 10 / 11600 / 11.5 / 6.0
met3: 548 / 18400 / 4.88 / 9.5
met2: 2310 / 82100 / 36.2 / 42
met1: 22900 / 82400 / 32.1 / 42
li1: 23500 / - / - / -
cell families (layout without fill, tap and decap cells):
kind of cell,Yosys count,count (layout)
AOI/OAI and AO/OA,1898,1898
other,0,4
muxes,56,56
and+or+nand+nor,1465,1465
buffers and inverters,1035,937
adders and majority gates,637,637
xor gates and xnor gates,1672,1672
critical path: cells and delay by family:
family	cells	cell delay [ns]
AOI/OAI and AO/OA	9	2.16
xor gates and xnor gates	7	1.37
adders and majority gates	3	1.06
and+or+nand+nor	11	3.90
buffers and inverters	10	2.83
path summary, 6_finish.rpt:
check / start / depth (start not counted) / endpoint / slack, ns
max: iA[0] / 40 / oP[53] / 12.89
min: iA[1] / 4 / oP[1] / 17.35
final cells by class:
| type | instances | share of cell area (%) |
|---|---|---|
| multi-input cells | 5728 | 85.3 |
| repair buffers | 307 | 5.04 |
| well taps | 2072 | 5.03 |
| inverters | 630 | 4.58 |
| diodes | 4 | 0.0194 |
Power figures rest on the tool's default switching activity, not on a simulated workload.
