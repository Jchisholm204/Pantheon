## design.v

```verilog
interface BBUS_IF #(
    parameter int ADDR_WIDTH=32,
    parameter int DATA_WIDTH=32
)(   );
logic read_en, write_en;
logic read_ack, write_ack;
logic [ADDR_WIDTH-1:0] addr;
logic [DATA_WIDTH-1:0] rdata, wdata;
modport master (
    input read_ack, write_ack,
    input rdata,
    output read_en, write_en,
    output addr, wdata
);
modport slave (
    input read_en, write_en,
    input addr, wdata,
    output read_ack, write_ack,
    output rdata
);
endinterface
interface DBG_IF();
    logic enter_debug;
    logic req_halt;
    logic req_resume;
    logic step;
    logic halted;
    logic running;
    logic stalled;
    logic dm_access_valid;
    logic dm_write;
    logic dm_read;
    logic [6:0] dm_addr;
    logic [31:0] dm_wdata;
    logic [31:0] dm_rdata;
    modport processor (
        input enter_debug, req_halt, req_resume, step,
        output halted, running, stalled,
        input dm_write, dm_read, dm_addr, dm_wdata,
        output dm_rdata, dm_access_valid
    );
    modport debug_module (
        input halted, running, stalled,
        output enter_debug, req_halt, req_resume, step,
        input dm_rdata, dm_access_valid,
        output dm_write, dm_read, dm_addr, dm_wdata
    );
endinterface
typedef enum logic [1:0] {
    eDW_B = 2'b00,
    eDW_H = 2'b01,
    eDW_W = 2'b10
} eDataWidth;
interface WISHBONE_IF 
#(parameter ADDR_WIDTH=32, DATA_WIDTH=32)
(
    iClk, iRst
);
input logic iClk, iRst;
logic [ADDR_WIDTH-1:0] addr;
logic [DATA_WIDTH-1:0] data_read, data_write;
logic we;
logic stb;
logic cyc;
logic ack;
eDataWidth width;
modport master (
    input iClk, iRst, ack, data_read,
    output addr, data_write, we, stb, cyc, width
);
modport slave(
    input iClk, iRst, addr, data_write, we, stb, cyc, width,
    output ack, data_read
);
endinterface
`timescale 1ns/100ps
module DIV32(
    iSigned,
    iDivisor, iDividend,
    oQ, oR
);
input wire iSigned;
input wire [31:0] iDivisor, iDividend;
output logic [31:0] oQ, oR;
logic [31:0] divr, divd;
wire [31:0] Q;
wire [31:0] A[31:0];
assign A[0] = 32'd0;
generate
    genvar i;
    for(i = 0; i < 31; i = i + 1) begin : gen_div_lvl
        DIV_LEVEL divlvl (
            .iA(A[i]),
            .iDivR(divr[31-i]),
            .iDivD(divd),
            .oA(A[i+1]),
            .oQ(Q[31-i])
        );
    end
endgenerate
wire [31:0] shift, X, R;
assign shift = {A[31][30:0], divr[0]};
assign X = shift[31] ? shift + divd : shift - divd;
assign Q[0] = ~X[31];
assign R = X[31] ? X + divd : X;
always_comb begin
    divr = iSigned && iDividend[31] ? (~iDividend + 1) : iDividend;
    divd = iSigned && iDivisor[31]  ? (~iDivisor + 1)  : iDivisor;
    oR = iSigned && iDividend[31] ? (~R + 1) : R;
    if (iSigned && (iDividend[31] ^ iDivisor[31]))
        oQ = (~Q + 1);   
    else
        oQ = Q;
end
endmodule
module DIV_LEVEL(
    iA, iDivD, iDivR,
    oA, oQ
);
input wire [31:0] iA, iDivD;
input wire iDivR;
output wire [31:0] oA;
output wire oQ;
wire [31:0] shift;
assign shift = {iA[30:0], iDivR};
assign oA = shift[31] ? shift + iDivD : shift - iDivD;
assign oQ = ~oA[31];
endmodule
```

## run.sh

```bash
#!/bin/bash
# OpenROAD 26Q1-2900-gdf79404cd8, Yosys 0.63+post, stock flow scripts
make -C /OpenROAD-flow-scripts/flow DESIGN_CONFIG=/design/flow/config.mk WORK_HOME=/design/flow/orfs finish
```

## config.mk

```make
export PLATFORM = sky130hd
export DESIGN_NAME = DIV32
export DESIGN_NICKNAME = DIV32
export VERILOG_FILES = /design/flow/design.v
export SDC_FILE = /design/flow/constraint.sdc
export NUM_CORES = 4
export LEC_CHECK = 1
export CORE_UTILIZATION = 40
```

## constraint.sdc

```tcl
current_design DIV32

set clk_period 775.1
set clk_io_pct 0.2

create_clock -name clk0 -period $clk_period

set non_clock_inputs [all_inputs -no_clocks]
set_input_delay [expr $clk_period * $clk_io_pct] -clock clk0 $non_clock_inputs
set_output_delay [expr $clk_period * $clk_io_pct] -clock clk0 [all_outputs]
```

==> flow_summary.ini <==
; yosys + openroad results
[run_status]
outcome = finished, final reports clean

[routing]
drt-pass1-iter-count = 6
drc = 0
drt_wl_total_um = 297000
drt_iter0_drc = 7356
viasPerCell = 6.13
wl_per_cell_um = 26.1
ant_nets = 0
vias = 69700

[cells_and_area]
final_util = 0.436
n_clock_buffer = 0
nFillCells = 15900
final_cell_area_um2 = 69100
drive_above_1_share = 0.0500
syn2layout_area_growth_pct = 7.86
seq_area_um2 = 0
ff_count = 0

[clocking]
post_cts_buffers = 0
cts_resized = 0
hold_buffers = 0

[logic_synthesis]
netlist_area_um2 = 64100
top_area_frac = 0.204
ys_warn_count = 1
simple_gate_share = 0.209
ys_top_logic_family = AND-OR/OR-AND gates
xor_area_frac = 0.249
ys_cells = 9255
synthAoiAreaFrac = 0.281
top_cells_by_area = xnor2_1 (20%), ha_1 (20%), a21oi_1 (7.1%)
mux_share = 0.0195
adder_share = 0.205
synth_cells = 9255
top_area_cell = xnor2_1
yosysUniqueCellTypes = 107
ys_area_um2 = 64100
seq_area_frac_synth = 0
avgSynthCellArea_um2 = 6.93

[floorplan]
fp_util = 0.404
ios = 129
die_area_um2 = 162000
core_um2 = 159000
die_w_um = 402
die_h_um = 402
row_count = 146

[global_route]
antenna_found_initial = 10
grt_pass1_vias = 61800
grt_max_degree = 54
grt-ovfl-total = 0
grt_pass1_wl_um = 422000
track_usage = 0.359

[worst_setup_path]
start_kind = input port
worst_setup_path_end_kind = primary output
critPathCapture = oR[28]
cpMostUsedCell = buf_4
crit_fanout = 38
critPathMaxStageDelay_ns = 0.84
crit_required_ns = 620.08
path_class = in2out
cp_slowest_cell = a2111oi_0
crit_start = iDivisor[1]
arrival_ns = 262.32

[power_and_ir_drop]
power_density_nw_per_um2 = 17400
p_int_mw = 514
p_total_mw = 1210
ir_drop_v = 0.00688
p_sw_mw = 692
leakage_nw = 30.8
swShare = 0.574

[placed_design]
place_congestion = 1.11
post-dp-hpwl_um = 228000
io_buffers = 129
dpl_cell_area_um2 = 69100

[sta]
hold_ws_ns = 311.25
setup_viol = 0
maxSlewViolCount = 0
fmaxAchievable_mhz = 2.40
period_used_share = 0.538
tightest_slew_ns = 1.39
grt_setup_unrepaired = no
period_minus_slack_ns = 417.34
hold_violations = 0
slew_headroom = 0.0627
setup_tns_ns = 0

[worst_hold_path]
hp-class = in2out

[job]
warnings = 34
maxCapViolCount = 0
-- synthesized netlist by cell type (all sizes together) (17+ instances only) --
library cell / instances
o21bai: 158
nand4: 89
nor2b: 125
clkbuf: 247
o31a: 17
nor3b: 20
o211ai: 50
a211oi: 117
o22ai: 21
a31oi: 85
a21boi: 20
a211o: 36
o41ai: 19
and4: 26
nor3: 170
nand2b: 126
and3: 93
o2111ai: 18
a2111oi: 42
o21a: 163
or2: 48
or3: 37
nor2: 1116
fa: 32
o21ai: 472
mux2i: 117
ha: 999
nand3: 172
a21oi: 915
nor4: 40
inv: 281
buf: 82
a21o: 449
nand2: 707
xnor2: 1497
xor2: 304
o31ai: 44
and2: 53
-- cells in the final DEF (no fill, tap or decap), types with 20 or more instances in the layout --
master and n:
o31ai_1 43, inv_1 262, o22ai_1 21, o21bai_1 158, a21oi_1 914, nand4_1 88, nor3_1 162, nand2_1 700
nor2_1 1106, a211oi_1 115, or3_1 37, xnor2_2 29, o21ai_0 467, nand2b_1 126, ha_1 999, and4_1 26
and3_1 92, or2_2 48, and2_1 53, a21o_1 449, o211ai_1 48, buf_4 243, a21boi_0 20, xor2_1 283
fa_1 32, clkdlybuf4s50_1 128, xnor2_1 1467, nand3_1 167, a31oi_1 84, mux2i_1 116, nor2b_1 125, a211o_1 36
o21a_1 163, nor4_1 36, a2111oi_0 39
-- power by group through the flow --
stage	Clock [mW]	Combinational, mW	Sequential [mW]
after CTS	0	1220	0
after global routing	0	1220	0
-- per-layer routing --
metal | track usage | vias up | routed length [um]
li1 | - | 33200 | -
met1 | 0.494 | 32200 | 126000
met2 | 0.502 | 3544 | 116000
met3 | 0.122 | 712 | 36900
met4 | 0.158 | 10 | 17500
met5 | 0.0143 | - | 362
-- cell type report --
cell class,instances,area (um2),share of cell area
Antenna cell,4,10.0,0.000145
Inverter,289,1080,0.0157
Multi-Input combinational cell,8637,62300,0.902
Tap cell,2072,2590,0.0375
Timing Repair Buffer,372,3110,0.0450
-- per-stage QoR --
stage | setup WS, ns | instances
after CTS | 361.02 | 11400
after floorplan | 376.68 | 9255
after global routing | 350.80 | 11400
after global placement | 362.58 | 11400
after detailed placement | 361.54 | 11400
final | 357.76 | 11400
-- logic make-up after synthesis --
group,after synthesis
XOR/XNOR,1806
AND/OR/NAND/NOR,2879
AND-OR/OR-AND,2798
adder cells (fa/ha/maj),1031
buffers and inverters,618
multiplexers,123
-- worst max-delay path, delay by kind of cell --
| family | cells | cell delay [ns] |
|---|---|---|
| adders and majority gates | 33 | 13.44 |
| and+or+nand+nor | 80 | 14.77 |
| xor gates and xnor gates | 52 | 8.93 |
| buffers and inverters | 43 | 13.97 |
| AOI/OAI and AO/OA | 181 | 55.11 |
| muxes | 2 | 0.37 |
-- worst min path at each step --
stage / slack (ns) / cells past startpoint / from / to
4_1_cts: 311.26 / 5 / iDivisor[0] / oR[0]
6_report: 311.25 / 5 / iDivisor[0] / oR[0]
5_1_grt: 311.30 / 5 / iDivisor[0] / oR[0]
Power and IR drop assume default switching activity.
